==> /design/flow/design.v <==
module ecc_encoder #(
    parameter integer data_bit_width = 64,
    parameter integer redundant_bit_width = 8
)
(
    input wire [data_bit_width-1:0] enc_data_in,
    output wire [redundant_bit_width+data_bit_width-1:0] enc_data_out
);
wire [data_bit_width-1:0] masked_bits [redundant_bit_width];
genvar j,k;
generate
    for (j = 1; j < redundant_bit_width; j++) begin
        for (k = 0; k < redundant_bit_width+data_bit_width; k++) begin
            if(k == 0) begin
                assign masked_bits[j][k] = 1'b0;
            end
            else begin
                if (k == (1<<(j-1))) begin
                    assign masked_bits[j][k - $clog2(k) - 1] = 1'b0;
                end
                else begin
                    assign masked_bits[j][k - $clog2(k) - 1] = k[j-1] ? enc_data_in[k - $clog2(k) - 1] : 1'b0;
                end
            end
        end
    end
endgenerate
wire [redundant_bit_width-1:0] parity;
genvar n;
generate
    for (n = 1; n < redundant_bit_width; n++) begin
        assign parity[n] = ^masked_bits[n];
    end
endgenerate
assign parity[0] = ^{enc_data_in, parity[redundant_bit_width-1:1]};
genvar i;
generate
    for (i = 0; i < redundant_bit_width+data_bit_width; i++) begin
        if ((i & (i-1)) == 0) begin
            assign enc_data_out[i] = parity[$clog2(i)+1];
        end
        else begin
            assign enc_data_out[i] = enc_data_in[i - $clog2(i) - 1];
        end
    end
endgenerate
endmodule
==> /design/flow/run.sh <==
#!/bin/bash
# OpenROAD 26Q1-2900-gdf79404cd8, Yosys 0.63+post, stock flow scripts
make -C /OpenROAD-flow-scripts/flow DESIGN_CONFIG=/design/flow/config.mk WORK_HOME=/design/flow/orfs finish
==> /design/flow/config.mk <==
export PLATFORM = sky130hd
export DESIGN_NAME = ecc_encoder
export DESIGN_NICKNAME = ecc_encoder
export VERILOG_FILES = /design/flow/design.v
export SDC_FILE = /design/flow/constraint.sdc
export NUM_CORES = 4
export LEC_CHECK = 1
export CORE_UTILIZATION = 30
==> /design/flow/constraint.sdc <==
current_design ecc_encoder

set clk_period 2.7
set clk_io_pct 0.2

create_clock -name clk0 -period $clk_period

set non_clock_inputs [all_inputs -no_clocks]
set_input_delay [expr $clk_period * $clk_io_pct] -clock clk0 $non_clock_inputs
set_output_delay [expr $clk_period * $clk_io_pct] -clock clk0 [all_outputs]
==> GITHUB_STEP_SUMMARY <==
### Flow metrics

| Metric | Value |
|---|---|
| # Cells Yosys | 164 |
| Cell with the most instances after synthesis | sky130_fd_sc_hd__buf_4 |
| Stopped at | synthesis (1_2_yosys) |
| Unique cell types | 9 |
| Warnings from Yosys | 1 |
| Status | did not finish |
| Area figure in the yosys stat output | 1719 um2 |
| Cell types occupying the most area after synthesis | sky130_fd_sc_hd__buf_4 (31%), sky130_fd_sc_hd__xnor2_1 (28%), sky130_fd_sc_hd__xnor3_1 (26%), sky130_fd_sc_hd__xor2_1 (5.1%), sky130_fd_sc_hd__xor3_1 (4.1%) |
| Most numerous cell types in the synthesized netlist | sky130_fd_sc_hd__buf_4 (71), sky130_fd_sc_hd__xnor2_1 (55), sky130_fd_sc_hd__xnor3_1 (20) |
| Share of synthesized area occupied by flip-flops and latches | 0% |
| Top cell type by total area after synthesis | sky130_fd_sc_hd__buf_4 |
| Fraction of post-synthesis cell area in the top cell type by area | 31.00% |
| Error that stopped the run | ERROR: Found 6 problems in 'check -assert'. |
==> logic make-up after synthesis <==
kind of cell           Yosys count  synth area share, %
buffers and inverters           71                31.00
other                            1               0.2181
XOR/XNOR                        92                68.78
